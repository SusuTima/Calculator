[flow/config.mk]
export PLATFORM = sky130hd
export DESIGN_NAME = led_decoder
export DESIGN_NICKNAME = led_decoder
export VERILOG_FILES = /design/flow/design.v
export SDC_FILE = /design/flow/constraint.sdc
export NUM_CORES = 4
export LEC_CHECK = 1
export CORE_AREA = 10 10 100 100
export DIE_AREA = 0 0 110 110
[flow/run.sh]
#!/bin/bash
# OpenROAD 26Q1-2900-gdf79404cd8, Yosys 0.63+post, stock flow scripts
make -C /OpenROAD-flow-scripts/flow DESIGN_CONFIG=/design/flow/config.mk WORK_HOME=/design/flow/orfs finish
[flow/constraint.sdc]
current_design led_decoder

set clk_period 1.5
set clk_io_pct 0.2

create_clock -name clk0 -period $clk_period [get_ports {clk}]

set non_clock_inputs [all_inputs -no_clocks]
set_input_delay [expr $clk_period * $clk_io_pct] -clock clk0 $non_clock_inputs
set_output_delay [expr $clk_period * $clk_io_pct] -clock clk0 [all_outputs]
[flow/design.v]
`timescale 1ns / 1ps
module led_decoder(seg_code1, seg_code, state, clk, rst);
    input   clk, rst;
    input   [4:0] state;
    output  [7:0] seg_code;
    output  [7:0] seg_code1;
    reg     [7:0] seg_code;
    reg     [7:0] seg_code1;
    always@ (posedge clk)
    begin
        if (rst)
            seg_code <= 8'h00;
        else
        begin
        if (state[4] == 0)
        begin
            seg_code1 = 8'h00;
            case (state)
                5'b00000: seg_code = 8'h3f; 
                5'b00001: seg_code = 8'h06; 
                5'b00010: seg_code = 8'h5b; 
                5'b00011: seg_code = 8'h4f; 
                5'b00100: seg_code = 8'h66; 
                5'b00101: seg_code = 8'h6d; 
                5'b00110: seg_code = 8'h7d; 
                5'b00111: seg_code = 8'h07; 
                5'b01000: seg_code = 8'h7f; 
                5'b01001: seg_code = 8'h6f; 
                5'b01010: seg_code = 8'h77; 
                5'b01011: seg_code = 8'h7c; 
                5'b01100: seg_code = 8'h39; 
                5'b01101: seg_code = 8'h5e; 
                5'b01110: seg_code = 8'h79; 
                5'b01111: seg_code = 8'h71; 
                default: seg_code = seg_code;
            endcase
        end
        else if (state == 5'b10000)
        begin
            seg_code = 8'h06;
            seg_code1 = 8'h7d;
        end
        else
        begin
            seg_code = 8'h40; 
            case (state)
                5'b11111: seg_code1 = 8'h06; 
                5'b11110: seg_code1 = 8'h5b; 
                5'b11101: seg_code1 = 8'h4f; 
                5'b11100: seg_code1 = 8'h66; 
                5'b11011: seg_code1 = 8'h6d; 
                5'b11010: seg_code1 = 8'h7d; 
                5'b11001: seg_code1 = 8'h07; 
                5'b11000: seg_code1 = 8'h7f; 
                5'b10111: seg_code1 = 8'h6f; 
                5'b10110: seg_code1 = 8'h77; 
                5'b10101: seg_code1 = 8'h7c; 
                5'b10100: seg_code1 = 8'h39; 
                5'b10011: seg_code1 = 8'h5e; 
                5'b10010: seg_code1 = 8'h79; 
                5'b10001: seg_code1 = 8'h71; 
                default: seg_code1 = 8'h00; 
            endcase
        end
        end
     end
endmodule
==> reports/results.tsv <==
metric	value	unit
status	finished with violations	
failing checks	setup timing	
Antenna Violating Nets Remaining	0	
TritonCTS clock tree	done	
EDFF count, synth	7	
detailed placement HPWL	2.57	mm
TritonCTS Sinks	14	
IO buf count	20	
Final period util	103	%
Reg area	350	um2
async set or reset register ratio after synthesis	0	%
Worst Path Class, Setup	primary input to flip-flop	
worst setup slack before clock tree synthesis	-0.825	ns
footprint of the multi-input gates	732	um2
last weighted congestion value of the routability-driven placer	0.838	
worst min-delay path startpoint	seg_code[0]	
maximum count of clock buffers along a single path	2	
worst flop-to-flop path startpoint	seg_code[6]	
Floorplan Utilization	14.0	%
clock tree root buffer cell	sky130_fd_sc_hd__clkbuf_8	
largest net degree at the start of global routing	16	
worst reg2reg endpoint	seg_code[6]	
DR DRC count	0	
total number of vias	1182	
via density per instance	4.10	
Worst IR Drop VDD	0.185	mV
GRT Overall Usage	5.31	%
capture endpoint of the worst hold path	seg_code[0]	
Filler Cell Count	847	
final design instance area without fill	1770	um2
count of boundary I/O pins	23	
clock skew	0	ns
CTS H-tree lvls	1	
Primary FF master, synth	sky130_fd_sc_hd__edfxtp_1	
final max-slew violation count	0	
Warnings, synthesis	1	
total wire length after detailed routing	3.20	mm
minimum hold slack	0.452	ns
Iter 0 DRT Violations	69	
post-synth cell types	36	
insertion delay of the later-clocked pin in the worst-skew pair	0.24	ns
post-layout minimum cycle time	1.55	ns
placed cell area	1660	um2
critical path required time	1.64	ns
count of tool warnings	35	
Worst Path Arrival	1.69	ns
DRT Pass-1 Iters	4	
share of final-layout standard cells stronger than drive strength 1	30.6	%
number of endpoints with negative hold slack in the final report	0	
Hold Path Class	flip-flop to flip-flop	
number of cell instances on the worst register-to-register path	2	
Cell Count Post-Placement	282	
antenna fix cells	0	
unrepaired setup endpoints after global routing	yes	
CP startpoint kind	primary input	
timing startpoint of the critical path	state[1]	
largest fanout on the critical path	3	
number of antenna violations at the first check in global routing	0	
max-capacitance violation count	0	
setup slack after layout	-0.0489	ns
average footprint of a synthesized cell	7.92	um2
number of clock buffers inserted by TritonCTS	3	
horizontal extent of the die	110	um
ys flops	14	
post-synthesis chip area from yosys	1090	um2
vertical die dimension	110	um
Finished Core Util	22.7	%
Finished Layout Cells	288	
Top cell excl fill/tap	sky130_fd_sc_hd__buf_4	
average routed wire per standard cell	11.1	um
Clk pin slew, worst setup/hold paths	0.06	ns
total gr overflow	0	
most common logic cells in the final layout	35 x sky130_fd_sc_hd__buf_4, 18 x sky130_fd_sc_hd__nor2_1, 15 x sky130_fd_sc_hd__clkdlybuf4s50_1	
number of global-route vias before repair	1153	
Die Outline Area	12100	um2
Area growth, synth to finish	62.1	%
instance tally after logic synthesis	138	
fmax	646	MHz
minimum setup slack among reg-to-reg paths	0.82	ns
yosys cell count	138	
final-report setup violation count	6	
static leakage	0.000693	uW
num rows	32	
sequential cell area fraction in the yosys report	32.0	%
global-route wire length before repair	5.42	mm
kind of end point of the critical path	flip-flop	
depth of the worst hold-timing path	2	
Floorplan Core Area	7810	um2
total power divided by cell area	648	nW/um2
cell area after synthesis	1090	um2
worst max path at each step:
stage | endpoint | slack, ns
5_1_grt | seg_code[2] | -0.07
6_report | seg_code[1] | -0.05
4_1_cts | seg_code[2] | -0.04
layout make-up:
type                       count  area share, %
clock buffer                   3           2.33
clock inverter                 1          0.212
inverter                       8           1.83
multi-input combinational    104           41.3
sequential                    14           19.8
tap                          102           7.20
timing repair buffer          56           27.4
per-stage QoR:
| step | total power [uW] | setup TNS, ns |
|---|---|---|
| finish | 1150 | -0.129 |
| global route | 1220 | -0.314 |
| CTS | 1140 | -0.147 |
| detailed placement | 831 | -9.58 |
| global placement | 828 | -9.17 |
| floorplan | 630 | -0.286 |
synthesized netlist by cell type (3+ instances only):
cell                       number  share of area (%)
sky130_fd_sc_hd__a211oi_1       3                2.1
sky130_fd_sc_hd__dfxtp_1        7                 13
sky130_fd_sc_hd__buf_2          4                1.8
sky130_fd_sc_hd__clkbuf_1       6                2.1
sky130_fd_sc_hd__ha_1           8                9.2
sky130_fd_sc_hd__nor3_1         6                2.7
sky130_fd_sc_hd__edfxtp_1       7                 19
sky130_fd_sc_hd__inv_1          8                2.7
sky130_fd_sc_hd__nor2_1        19                6.5
sky130_fd_sc_hd__a21oi_1       14                6.4
sky130_fd_sc_hd__o21ai_0        3                1.4
sky130_fd_sc_hd__nand2_1       13                4.5
sky130_fd_sc_hd__o31ai_1        4                2.7
sky130_fd_sc_hd__a221oi_1       3                2.4
sky130_fd_sc_hd__nor2b_1        3                1.7
sky130_fd_sc_hd__a31oi_1        5                2.9
where the power goes:
part           leakage [uW]  internal, uW  switching [uW]
Clock             0.0000231           181             127
Sequential         0.000126           438            11.1
Combinational      0.000544           215             177
timing repair:
action                                  in CTS  in global routing
endpoints found under the hold margin        0                  0
resized                                     19                  7
pin swaps                                    4                  3
hold buffers                                 0                  0
endpoints found under the setup margin      14                  7
setup buffers                                2                  0
routing by layer:
metal | part of all wire (%) | vias to the layer above | global-route usage [%]
li1 | - | 600 | -
met1 | 49 | 541 | 7.70
met2 | 43 | 37 | 8.17
met3 | 5.6 | 4 | 0.881
met4 | 1.9 | 0 | 1.02
met5 | 0 | - | 0
state kept, by name (all words and copies together), names as in the netlist:
signal,count
seg_code,7
seg_code1,7
cell families after synthesis:
kind of cell	after synthesis	share of synthesized area, %
flops	14	32.0
compound gates	45	28.0
mux	1	0.915
other cells	1	0.343
buf+inv	21	8.35
simple gates	48	21.2
fa+ha+maj	8	9.15
worst max-delay path, cell delays in order:
cell	delay [ns]
sky130_fd_sc_hd__buf_8	0.10
sky130_fd_sc_hd__buf_6	0.11
sky130_fd_sc_hd__ha_4	0.14
sky130_fd_sc_hd__or2_4	0.22
sky130_fd_sc_hd__or4_4	0.42
sky130_fd_sc_hd__and3_4	0.19
sky130_fd_sc_hd__a32o_1	0.20
Power is estimated from default activity; no workload was simulated.
