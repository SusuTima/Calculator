### run.sh
#!/bin/bash
# OpenROAD 26Q1-2900-gdf79404cd8, Yosys 0.63+post, stock flow scripts
make -C /OpenROAD-flow-scripts/flow DESIGN_CONFIG=/design/flow/config.mk WORK_HOME=/design/flow/orfs finish
### config.mk
export PLATFORM = sky130hd
export DESIGN_NAME = clk_1khz
export DESIGN_NICKNAME = clk_1khz
export VERILOG_FILES = /design/flow/design.v
export SDC_FILE = /design/flow/constraint.sdc
export NUM_CORES = 4
export LEC_CHECK = 1
export CORE_AREA = 10 10 77 77
export DIE_AREA = 0 0 87 87
### constraint.sdc
current_design clk_1khz

set clk_period 3.8
set clk_io_pct 0.2

create_clock -name clk0 -period $clk_period [get_ports {clk}]

set non_clock_inputs [all_inputs -no_clocks]
set_input_delay [expr $clk_period * $clk_io_pct] -clock clk0 $non_clock_inputs
set_output_delay [expr $clk_period * $clk_io_pct] -clock clk0 [all_outputs]
### design.v
`timescale 1ns / 1ps
module clk_1khz(
clk_1khz, clk, rst
    );
    input clk,rst;
    output clk_1khz;
    reg [15:0] count;
    reg clk_1khz;
    always@ (posedge clk or posedge rst)
    begin
        if (rst)
        begin
            count <= 16'd0;
            clk_1khz <= 1'b0;
        end
        else if (count == 0)
        begin
            count <= 16'd0;
            clk_1khz <= ~clk_1khz;
        end
        else
        begin
            count <= count + 16'd1;
            clk_1khz <= clk_1khz;
        end
    end
endmodule
==> notes.md <==
Observations from the implementation run.

Outcome:
- The run finished with clean final reports.

Critical path:
- The run gives the critical-path maximum fanout as 2.
- The run gives the depth of the worst register-to-register path as 4.
- The worst setup path is captured at an output pin.
- The run puts the largest incremental delay on the critical path at 0.47 ns.
- Looking at the setup timing report, the critical path kind is reg2out.
- Traced cell by cell, the critical path runs through clkdlybuf4s50_1.
- The arrival time of data at the worst endpoint is listed as 1.10 ns.
- The run puts the number of cells on the critical path at 1.
- The critical path's slowest stage uses the library cell clkdlybuf4s50_1.
- Among cell families on the critical path, the largest total delay comes from buffers and inverters.
- The run puts the buffer and inverter count on the worst path at 1.
- The run gives the nature of the critical path startpoint as a flip-flop.
- STA puts the critical path data required time at 3.04 ns.

Hold path:
- STA reports the tightest min-delay check as being of type reg2reg.
- The run gives the cell depth of the worst min-delay path as 1.

Routing:
- The run gives the number of remaining DRC errors as 0.
- For this run, the detailed router's first-pass iteration total came to 3.
- The run gives the wire length per cell after detailed routing as 10.9 um.
- The run puts the final routed wirelength across all metal layers at 1.41 mm.
- The run puts the number of nets with antenna violations after routing at 0.
- The run puts the overall via count from detail_route at 535.
- The run gives the number of antenna cells inserted as 0.
- The run puts the detailed-route vias per instance at 4.15.
- The run gives the DRC marker count from the first detailed-route iteration as 14.

GRT:
- The run puts the wire length of the first global-routing pass at 2.47 mm.
- The run puts the initial antenna violation count at 0.
- The run gives the pin count of the biggest net entering global routing as 18.
- For this run the aggregate overflow at the end of global routing stands at 0.
- The number of global-route vias before repair is 522.
- The run puts the total track usage at 0.0388.

Placement:
- The run puts the number of cells after detailed placement at 125.
- The run gives the count of buffers inserted at the top-level ports as 2.
- The run gives the setup slack at placement as 2.20 ns.
- Per the gpl log, the routability congestion estimate is 0.829.
- The run puts the standard cell area after detailed placement at 920 um^2.
- The run gives the half-perimeter wire length after detailed placement as 1.01 mm.

Synth:
- Counting the warning lines in the Yosys log gives 1.
- In this run the mean area of a mapped cell was 11.7 um^2.
- The run gives the library cell with the largest summed area after synthesis as dfrtp_1.
- The run gives the number of instances in the synthesized netlist as 72.
- The run gives the number of enable-type register cells in the synthesized netlist as 0.
- The run puts the proportion of synthesized flip-flops having asynchronous set or reset at 1.00.
- The run puts the count of distinct cell types in the synthesized netlist at 20.
- Per the Yosys statistics, synthesis produced 72 cells.
- The run gives the chip area estimate from yosys synthesis as 840 um^2.
- The main area contributors are dfrtp_1 (51%), xnor2_1 (8.3%), xor2_1 (7.3%), nor4_2 (6.0%), nand4_1 (3.7%).
- The run puts the synthesized area at 840 um^2.
- Per Yosys stat, the portion of area used by sequential elements is 0.507.
- Post-synth the commonest register cell is dfrtp_1.
- The run puts the synthesized flop and latch total at 17.
- The run puts the area share of the leading cell type in the synthesized netlist at 0.507.

Finish:
- The run puts the final cell utilization of the core at 0.222.
- The run puts the number of fill cells in the layout at 452.
- With fillers left out, the area of the finished cells amounts to 966 um^2.
- The run gives the area occupied by multi-input gates as 390 um^2.
- Leaving out filler cells and counting taps, the final layout contains 129.
- The run puts the fraction of layout cells with a size suffix above 1 at 0.156.
- The run gives the layout overhead on the synthesized area as 15.1%.
- The area taken by sequential standard cells is reported as 425 um^2.

Final timing:
- Pins over their slew limit in the final report were tallied at 0.
- The run puts the final worst-path setup slack at 1.94 ns.
- The run gives the highest attainable clock frequency as 538 MHz.
- Clock skew on the completed layout was measured at 0.00578 ns.
- The run puts the count of endpoints failing hold in the final timing report at 0.
- The run puts the accumulated negative setup slack at 0 ns.
- The run puts the final-report setup violation count at 0.
- The run gives the share of the clock period used by the worst path as 0.489.
- The run puts the tightest slew margin relative to the limit at 0.587.
- Setup repair after global routing left no endpoint under its margin.
- The worst path needs 1.86 ns of the cycle, external delays included.
- Across all hold checks on the routed design, the worst slack comes to 0.471 ns.
- The run puts the transition at the pin with the smallest max-transition slack at 0.619 ns.

CTS:
- The run puts the clock transition at the registers of the reported paths at 0.07 ns.
- The run gives the clock net sink count as 17.
- The run gives the post-cts sizing count as 0.
- The run gives the clock root buffer master as clkbuf_8.
- Per the CTS log, the maximum H-tree level is 1.
- TritonCTS built the clock tree.
- The run puts the total CTS buffers at 3.
- For the worst-skew pair, the clock arrives at the later sink with an insertion delay of 0.25 ns.
- The run gives the post-CTS setup buffer count as 0.
- The run gives the cts-stage hold buffer count as 0.
- The run puts the maximum buffer depth of the clock tree at 2.

Power:
- The run gives the largest voltage drop on the vdd net as 0.230 mV.
- The completed layout was analyzed and its total power is 0.317 mW.
- The script computed a power per unit cell area of 328 nW/um^2.
- The run puts the static leakage at 0.432 nW.

Die:
- The run gives the number of cell rows as 24.
- The region available for standard cell placement spans 4350 um^2.
- In this run the vertical extent of the chip is 87 um.
- The run puts the total die size at 7570 um^2.
- The run puts the horizontal die size at 87 um.
- The run gives the share of the core filled by cells before placement as 0.193.
- The run gives the number of top-level pins as 3.

Run:
- The run puts the total number of warnings across the stage logs at 26.
- The run gives the max-capacitance violation count as 0.
==> cell usage after synthesis, types with 2 or more instances <==
cell type  number
dfrtp_1        17
xnor2_1         8
xor2_1          7
inv_1           5
nand4_1         5
nand3_1         4
nor3_1          4
nor4_2          4
nand2_1         3
nor2_1          3
ha_1            2
nor4_1          2
==> sequential cells by signal, summed over array words and instances (netlist names) <==
name / flops
clk_1khz: 1
count: 16
==> cell type report <==
type	count	area share
timing repair buffer	2	0.0207
inverter	5	0.0194
multi-input combinational	49	0.404
sequential	17	0.440
clock buffer	3	0.0427
tap	52	0.0674
clock inverter	1	0.00518
==> final timing paths <==
| path | to | from | slack [ns] |
|---|---|---|---|
| max in group asynchronous | count[6] | rst | 2.52 |
| min | count[15] | count[15] | 0.47 |
| min reg2reg | count[15] | count[15] | 0.47 |
| min in group asynchronous | clk_1khz | rst | 0.88 |
| max reg2reg | count[10] | count[0] | 2.32 |
| max | clk_1khz | clk_1khz | 1.94 |
==> power breakdown <==
group          switching, mW  total, mW  internal, mW
clock                 0.0589      0.132        0.0726
sequential                 0      0.181         0.181
combinational        0.00334    0.00429      0.000948
total                 0.0623      0.317         0.255
==> cells in the final DEF (no fill, tap or decap) <==
master,instances
nor3_1,4
ha_1,2
nor4_2,4
xnor2_1,8
nor4b_1,1
nand4_1,5
nand3_1,4
xor2_1,7
clkdlybuf4s50_1,2
dfrtp_1,17
and2_1,1
nor2_1,3
nand3_2,1
clkbuf_8,3
clkinv_2,1
and4_2,1
nand4_4,1
nand4_2,1
inv_1,5
nor4_1,2
and4_1,1
nand2_1,3
==> kinds of logic after synthesis <==
kind of cell,count (synthesis),synth area share
adders and majority gates,2,0.0298
DFF,17,0.507
buffers and inverters,6,0.0283
xor gates and xnor gates,15,0.156
and+or+nand+nor,32,0.279
==> routing by layer <==
metal,global-route usage,wire length (um)
met2,0.0566,613
met3,0.0151,56
met1,0.0547,721
met4,0.00442,21
met5,0,0
Power figures rest on the tool's default switching activity, not on a simulated workload.
