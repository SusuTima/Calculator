===== flow/config.mk =====
export PLATFORM = sky130hd
export DESIGN_NAME = adder
export DESIGN_NICKNAME = adder
export VERILOG_FILES = /design/flow/design.v
export SDC_FILE = /design/flow/constraint.sdc
export NUM_CORES = 4
export LEC_CHECK = 1
export CORE_AREA = 10 10 77 77
export DIE_AREA = 0 0 87 87

===== flow/constraint.sdc =====
current_design adder

set clk_period 3.3
set clk_io_pct 0.2

create_clock -name clk0 -period $clk_period [get_ports {clk}]

set non_clock_inputs [all_inputs -no_clocks]
set_input_delay [expr $clk_period * $clk_io_pct] -clock clk0 $non_clock_inputs
set_output_delay [expr $clk_period * $clk_io_pct] -clock clk0 [all_outputs]

===== flow/run.sh =====
#!/bin/bash
# OpenROAD 26Q1-2900-gdf79404cd8, Yosys 0.63+post, stock flow scripts
make -C /OpenROAD-flow-scripts/flow DESIGN_CONFIG=/design/flow/config.mk WORK_HOME=/design/flow/orfs finish

===== flow/design.v =====
`timescale 1ns / 1ps
module adder(clk, rst, A, B, Binvert, cout);
	input [3:0] A, B;
	input Binvert, rst, clk;
	output reg [4:0] cout;
	reg[4:0] at, bt;
    always@ (posedge clk)
    begin
        at <= {1'b0, A};
        bt <= {1'b0, B};
    	if (rst)
        begin
            cout <= 5'b0;
        end
        else 
        begin
            if (Binvert) 
            begin
            cout <= at - bt;
            end
            else cout <= at + bt;
        end
    end
endmodule

==> deck_impl_summary.md <==
Key Metrics from the Run

Pwr
  • Pwr Total: 385 uW
  • Power per cell area: 514 nW/um2
  • Maximum VDD drop: 0.190 mV
  • Static leakage: 0.000303 uW

Clock network
  • CTS Hold Bufs: 0
  • Clock sinks: 13
  • Depth of the CTS H-tree: 1
  • Clk root buf: clkbuf_8
  • CTS tree: done
  • Inserted Clock Buffers: 3
  • Maximum buffer depth of the clock tree: 2
  • Setup Buffers After CTS: 0
  • Post-cts resize count: 0
  • CTS clk-pin slew, worst paths: 50 ps
  • Clk latency of the worst-skew pair: 240 ps

Floorplanning
  • Fp_density: 11.2%
  • Die width: 87 um
  • Core Area: 4350 um2
  • Die height: 87 um
  • # rows: 24
  • Top-Level Pins: 16
  • Die ar.: 7570 um2

Worst setup path
  • CP Class: in -> reg
  • FF-to-FF End: cout[3]$_SDFF_PP0_
  • R2R Setup Slk: 1350 ps
  • CP max FO: 4
  • Worst EP arrival: 2460 ps
  • Worst R2R Path Depth: 8
  • CP Launch Type: primary input
  • Crit Reg-Reg Startpoint: bt[0]$_DFF_P_
  • Worst Path Required: 3460 ps
  • Critical Path Sink Type: register

Drt
  • DR vias: 344
  • Routed len/inst: 8.79 um
  • Remaining antenna violation count after routing: 0
  • DRC errors left: 0
  • # diodes: 0
  • Routed wire length: 1.01 mm
  • Drt initial violations: 14
  • Via density: 2.99
  • Initial DRT Pass Iterations: 2

Yosys
  • Synthesized registers: 13
  • XORs/XNORs by Area: 7.16%
  • Synth async-reset ratio: 0%
  • Simple share: 10.2%
  • Commonest cells post-synth: dfxtp_1, nor2_1, ha_1
  • Seq share, synth: 53.2%
  • Syn avg cell area: 11.1 um2
  • Count leader, synth: dfxtp_1
  • Post-synth EDFFs: 0
  • Compound-gate portion of the synthesized area: 7.42%
  • Cells after Synth: 44
  • Area reported by Yosys stat: 489 um2
  • Mapped Area: 489 um2
  • MUX share of area: 2.05%
  • Tally of yosys warning messages: 1
  • Top cells, area: dfxtp_1, ha_1, xnor2_1
  • Post-synth cell types: 13
  • Area leader, netlist: dfxtp_1
  • Post-synthesis adder-cell area fraction: 16.9%
  • Main synth FF type: dfxtp_1
  • Yosys cell count: 44
  • Comb area leader: adder cells
  • Top area contributor share: 53.2%

Global routing
  • Final global-route overflow total: 0
  • Vias in the first global route: 354
  • First-pass GRT wire length: 1.69 mm
  • Tot GR Track Use: 2.83%
  • Largest net degree at the start of global routing: 8
  • Initial antenna violation count: 0

Hold path
  • Worst Hold Launch: at[0]$_DFF_P_
  • Worst min path class: reg -> reg
  • WHS Path Cells: 3
  • Hold Path Sink: cout[0]$_SDFF_PP0_

Place
  • Placed insts: 111
  • Hpwl dp: 810 um
  • GPL Wtd Cong: 0.694
  • PortBufs: 15

Final timing
  • Max Freq: 434 MHz
  • Worst Tran Pin Value: 284 ps
  • Hold Fails Final Rpt: 0
  • Setup Viol. Count Final: 0
  • Tcrit/Tclk final: 69.8%
  • Min Tclk post-route: 2300 ps
  • Setup TNS: 0 ps
  • Min Hold Slack: 539 ps
  • Relative slew slack: 80.5%
  • Unrepaired setup endpoints after global routing: no
  • Slew Limit Fails: 0
  • Clock skew: 2.35 ps

Layout
  • Fillers: 473
  • Layout cell share with drive strength beyond 1: 6.35%
  • Syn-to-layout area delta: 53.2%
  • Finished Layout Cells: 115

Flow run
  • Tool Warnings: 25
  • MaxCap Viol Count: 0

Outcome
  • Status: finished clean
how the worst max path moves through the flow:
stage | slack (ps) | end | from
5_1_grt | 910 | cout[3]$_SDFF_PP0_ | Binvert
4_1_cts | 990 | cout[3]$_SDFF_PP0_ | Binvert
6_report | 1000 | cout[3]$_SDFF_PP0_ | Binvert
layout make-up:
class	instances	area [um2]	area share (%)
flip-flops and latches	13	260	34.7
multi-input cells	27	214	28.5
repair buffers	15	150	20.0
well taps	52	65.1	8.68
clock buffers	4	45.0	6.01
inverters	4	15.0	2.00
metal layers:
layer	GRT usage, %	up-vias	share of wire [%]	routed length [um]
li1	-	179	-	-
met3	2.83	2	17	171
met1	3.73	146	51	511
met4	0.295	0	0.59	6
met5	0	-	0	0
met2	3.20	17	32	321
through the flow:
stage	worst slack [ps]	area (um2)	util (%)
3_3_place_gp	836	704	16.2
3_5_place_dp	792	704	16.2
2_1_floorplan	1470	489	-
6_report	997	749	17.2
5_1_grt	907	749	17.2
4_1_cts	995	749	17.2
sequential cells by signal, summed over array words and instances (netlist names):
name  flops
cout      5
at        4
bt        4
kinds of logic after synthesis:
kind of cell / after synthesis
xor+xnor: 4
simple gates: 11
buf+inv: 4
flops: 13
mux: 1
fa+ha+maj: 6
compound gates: 5
where the power goes:
part / internal, uW / leakage, uW / total, uW / switching (uW)
combinational: 46.7 / 0.000171 / 72.0 / 25.3
clock: 85.0 / 0.0000228 / 137 / 52.3
sequential: 171 / 0.000109 / 176 / 5.12
total: 303 / 0.000303 / 385 / 82.8
critical path, cell delays in order:
cell	delay, ps
clkdlybuf4s50_1	540
mux2i_1	330
ha_1	280
nor2b_1	130
o21a_1	180
o21a_1	170
nor3_1	180
placed cells by master, fill, tap and decap left out, types with 2 or more instances in the layout:
cell / instances
clkbuf_8: 3
xnor2_1: 4
o21a_1: 2
inv_1: 4
nor2b_1: 2
nor2_1: 6
nor3_1: 3
clkdlybuf4s50_1: 15
ha_1: 5
dfxtp_1: 13
Power figures rest on the tool's default switching activity, not on a simulated workload.
